==> design/flow/design.v <==
module main(
    input wire clk, 
    input wire right_toggle, 
    input wire up_toggle, 
    input wire down_toggle,
    output reg [6:0] hex5, 
    output reg [6:0] hex4, 
    output reg [6:0] hex3, 
    output reg [6:0] hex2, 
    output reg [6:0] hex1, 
    output reg [6:0] hex0, 
    output reg [1:0] test_leds
); 
wire [6:0] zero = 7'b1000000; 
wire [6:0] one = 7'b1111001; 
wire [6:0] two = 7'b0100100; 
wire [6:0] three = 7'b0110000; 
wire [6:0] four = 7'b0011001; 
wire [6:0] five = 7'b0010010; 
wire [6:0] six = 7'b0000010; 
wire [6:0] seven = 7'b1111000; 
wire [6:0] eight = 7'b0000000; 
wire [6:0] nine = 7'b0010000;
wire [6:0] equal = 7'b0110111; 
wire [6:0] off = 7'b1111111; 
wire [6:0] error = 7'b0000110;
reg [26:0] accum = 0;
reg blink_trigger = 0; 
reg [1:0] left_right_setting = 2'b0; 
wire [6:0] minus = 7'b0111111; 
wire [6:0] plus = 7'b0001100; 
always @ (negedge right_toggle) begin
    if (!right_toggle) begin  
        left_right_setting <= left_right_setting + 1; 
    end 
end 
always @ (posedge clk) begin 
    accum <= accum + 1; 
    if (accum > 25000000) begin 
        blink_trigger <= 1;  
    end 
    else if (accum < 25000000) begin  
        blink_trigger <= 0; 
    end 
end 
reg [7:0] incr_val1_hex5; 
reg [7:0] incr_val1_hex4; 
reg [7:0] incr_val1_hex3; 
reg [7:0] decr_val2_hex5;
reg [7:0] decr_val2_hex4;
reg [7:0] decr_val2_hex3;
always @ (negedge up_toggle) begin 
    case (left_right_setting) 
        1: incr_val1_hex5 <= incr_val1_hex5 + 1; 
        2: incr_val1_hex4 <= incr_val1_hex4 + 1; 
        3: incr_val1_hex3 <= incr_val1_hex3 + 1; 
    endcase   
end 
always @ (negedge down_toggle) begin 
    case (left_right_setting)
        1: decr_val2_hex5 <= decr_val2_hex5 + 1; 
        2: decr_val2_hex4 <= decr_val2_hex4 + 1; 
        3: decr_val2_hex3 <= decr_val2_hex3 + 1; 
    endcase 
end 
reg [3:0] output_hex5; 
reg output_hex4; 
reg [3:0] output_hex3; 
always @ (posedge clk) begin 
    hex2 <= 7'b0110111;  
    if (left_right_setting == 2'b01) begin 
        output_hex5 = incr_val1_hex5 - decr_val2_hex5; 
        if (blink_trigger == 1) begin 
            case (output_hex5)
                0: hex5 <= zero; 
                1: hex5 <= one; 
                2: hex5 <= two; 
                3: hex5 <= three; 
                4: hex5 <= four; 
                5: hex5 <= five; 
                6: hex5 <= six; 
                7: hex5 <= seven; 
                8: hex5 <= eight; 
                9: hex5 <= nine;
                default: hex5 <= error; 
            endcase 
        end 
        else if (blink_trigger == 0) begin 
            hex5 <= off; 
        end 
    end 
    if (left_right_setting == 2'b10) begin 
        output_hex4 = incr_val1_hex4 - decr_val2_hex4; 
        if (blink_trigger == 1) begin 
            case (output_hex4)
                0: hex4 <= plus; 
                1: hex4 <= minus; 
            endcase 
        end 
        else if (blink_trigger == 0) begin 
            hex4 <= off; 
        end 
    end 
    if (left_right_setting == 2'b11) begin 
        output_hex3 = incr_val1_hex3 - decr_val2_hex3; 
        if (blink_trigger == 1) begin 
            case (output_hex3)
                0: hex3 <= zero; 
                1: hex3 <= one; 
                2: hex3 <= two; 
                3: hex3 <= three; 
                4: hex3 <= four; 
                5: hex3 <= five; 
                6: hex3 <= six; 
                7: hex3 <= seven; 
                8: hex3 <= eight; 
                9: hex3 <= nine; 
                default: hex3 <= error; 
            endcase 
        end 
        else if (blink_trigger == 0) begin 
            hex3 <= off; 
        end 
    end 
end 
reg [6:0] output_calc_plus; 
reg [6:0] output_calc_minus; 
reg [6:0] output_calc_neg; 
always @ (posedge clk) begin 
    if (output_hex4 == 0) begin 
        output_calc_plus <= output_hex5 + output_hex3; 
        case (output_calc_plus)
            0: begin  
                hex0 <= zero;
                hex1 <= off; 
            end  
            1: begin  
                hex0 <= one;
                hex1 <= off; 
            end  
            2: begin 
                hex0 <= two; 
                hex1 <= off; 
            end 
            3: begin 
                hex0 <= three; 
                hex1 <= off; 
            end 
            4: begin 
                hex0 <= four; 
                hex1 <= off; 
            end 
            5: begin 
                hex0 <= five; 
                hex1 <= off; 
            end 
            6: begin 
                hex0 <= six; 
                hex1 <= off; 
            end 
            7: begin 
                hex0 <= seven; 
                hex1 <= off; 
            end 
            8: begin 
                hex0 <= eight; 
                hex1 <= off; 
            end 
            9: begin 
                hex0 <= nine;
                hex1 <= off; 
            end 
            10: begin 
                hex1 <= one; 
                hex0 <= zero; 
            end 
            11: begin 
                hex1 <= one; 
                hex0 <= one; 
            end
            12: begin 
                hex1 <= one; 
                hex0 <= two; 
            end                 
            13: begin 
                hex1 <= one; 
                hex0 <= three; 
            end
            14: begin 
                hex1 <= one; 
                hex0 <= four; 
            end
            15: begin 
                hex1 <= one; 
                hex0 <= five; 
            end
            16: begin 
                hex1 <= one; 
                hex0 <= six; 
            end
            17: begin 
                hex1 <= one; 
                hex0 <= seven; 
            end                                                                                
            18: begin 
                hex1 <= one; 
                hex0 <= eight; 
            end                
        endcase 
    end 
    if (output_hex4 == 1) begin 
        output_calc_minus <= output_hex5 - output_hex3; 
        case (output_calc_minus)
            0: begin  
                hex0 <= zero;
                hex1 <= off; 
            end  
            1: begin  
                hex0 <= one;
                hex1 <= off; 
            end  
            2: begin 
                hex0 <= two; 
                hex1 <= off; 
            end 
            3: begin 
                hex0 <= three; 
                hex1 <= off; 
            end 
            4: begin 
                hex0 <= four; 
                hex1 <= off; 
            end 
            5: begin 
                hex0 <= five; 
                hex1 <= off; 
            end 
            6: begin 
                hex0 <= six; 
                hex1 <= off; 
            end 
            7: begin 
                hex0 <= seven; 
                hex1 <= off; 
            end 
            8: begin 
                hex0 <= eight; 
                hex1 <= off; 
            end 
            9: begin 
                hex0 <= nine;
                hex1 <= off; 
            end  
        endcase  
        if (output_hex5 < output_hex3) begin 
            output_calc_neg <= output_hex3 - output_hex5; 
            case (output_calc_neg) 
                1: begin  
                    hex0 <= one;
                    hex1 <= minus; 
                end  
                2: begin 
                    hex0 <= two; 
                    hex1 <= minus; 
                end 
                3: begin 
                    hex0 <= three; 
                    hex1 <= minus; 
                end 
                4: begin 
                    hex0 <= four; 
                    hex1 <= minus; 
                end 
                5: begin 
                    hex0 <= five; 
                    hex1 <= minus; 
                end 
                6: begin 
                    hex0 <= six; 
                    hex1 <= minus; 
                end 
                7: begin 
                    hex0 <= seven; 
                    hex1 <= minus; 
                end 
                8: begin 
                    hex0 <= eight; 
                    hex1 <= minus; 
                end 
                9: begin 
                    hex0 <= nine;
                    hex1 <= minus; 
                end                 
            endcase 
        end              
    end     
end 
endmodule 
==> design/flow/run.sh <==
#!/bin/bash
# OpenROAD 26Q1-2900-gdf79404cd8, Yosys 0.63+post, stock flow scripts
make -C /OpenROAD-flow-scripts/flow DESIGN_CONFIG=/design/flow/config.mk WORK_HOME=/design/flow/orfs finish
==> design/flow/config.mk <==
export PLATFORM = sky130hd
export DESIGN_NAME = main
export DESIGN_NICKNAME = main
export VERILOG_FILES = /design/flow/design.v
export SDC_FILE = /design/flow/constraint.sdc
export NUM_CORES = 4
export LEC_CHECK = 1
export CORE_UTILIZATION = 30
==> design/flow/constraint.sdc <==
current_design main

set clk_period 6.2
set clk_io_pct 0.2

create_clock -name clk0 -period $clk_period [get_ports {clk}]
create_clock -name clk1 -period $clk_period [get_ports {down_toggle}]
create_clock -name clk2 -period $clk_period [get_ports {right_toggle}]
create_clock -name clk3 -period $clk_period [get_ports {up_toggle}]

set non_clock_inputs [all_inputs -no_clocks]
set_input_delay [expr $clk_period * $clk_io_pct] -clock clk0 $non_clock_inputs
set_output_delay [expr $clk_period * $clk_io_pct] -clock clk0 [all_outputs]
==> impl_metrics.ini <==
; synthesis and place-and-route metrics
[yosys]
yosys-stat-area_um2 = 5470
synthTopCellsByArea = edfxtp_1, dfxtp_1, ha_1, xnor2_1, xor2_1
postSynthSeqShare_pct = 47.9
yosys_register_bits = 102
synthDistinctLibCells = 63
post_synth_inst_count = 516
netlist.area_leader.share_pct = 31.8
synth_cell_area_um2 = 5470
post_synthesis_cell_count_from_yosys = 516
syn-mean-instance-area_um2 = 10.6
synth_warnings = 3
yosysTopAreaCell = edfxtp_1
number_of_synthesized_flops_with_an_enable_pin = 58
synthFlopType = edfxtp_1
postSynth.asyncResetShare_pct = 0

[flow_run]
openroad.warnings = 64
cap_violations = 0

[global_routing]
grt_start_max_net_pins = 30
grt_pass1_vias = 3706
grt_overflow_total = 0
grt_antenna_before_repair = 0
grt_first_pass_wirelength_mm = 17.1
track_usage_pct = 11.7

[cells_and_area]
layout-area-overhead-vs-synth_pct = 20.5
post-route-cell-area_um2 = 6600
lay_top_count = inv_1
layout_top_cells_excl_fill_tap = inv_1, edfxtp_1, dfxtp_1, ha_1, nor2_1
num-fill-cells = 1708
sequential_cell_area_um2 = 2620
drive_above_1_share_pct = 6.67
logic_area_um2 = 2500

[critical_path]
critical_path.top_delay_family = adder cells
cp_data_required_time_ns = 6.25
path_common_cell = inv_1
timing.reg2reg.setup_slack_ns = 0.65
crit_chain = inv_1, ha_1, inv_1, fa_1, xnor2_1, inv_1, a311oi_1, a31oi_1
worstSetupEndpointType = flip-flop
path_max_fanout = 7
timing_worst_setup_path_type = flip-flop to flip-flop
timing.critical_path.slowest_cell_delay_ns = 0.48
crit_start_category = flip-flop
critical_path.n_buffers_inverters = 3
beginning_of_the_critical_path = incr_val1_hex3[0]$_DFFE_NN_
critPathArrivalTime_ns = 5.61
crit_path_top_delay_cell = xnor2_1
reg2reg_from = incr_val1_hex3[0]$_DFFE_NN_

[sta]
clock_skew_ns = 0.00944
whs_ns = 0.424
final-setup-viol-count = 0
final-max-slew-violation-count = 0
fin_tns_setup_ns = 0
fin_hold_viols = 0
measured_slew_at_the_worst_slew_check_pin_ns = 0.832
rsz0062_at_grt = false
slew-limit-headroom_pct = 44.5

[power]
power_share_of_the_combinational_group_pct = 0
leakagePower_nw = 2.71
finalPower_mw = 1.70
power_density_nw_per_um2 = 257
power_frac_clock_pct = 58.2
power.sequential.fraction_pct = 41.7
cellInternalPower_mw = 1.38
switching_share_pct = 18.8
peakVddDrop_mv = 0.200
power.switching_mw = 0.319

[floorplan]
die-area_um2 = 18800
fp_util_pct = 30.6
ios = 48
core_region_area_um2 = 17900
core.rowCount = 49
floorplan.die.width_um = 137
fp.dieH_um = 137

[clock_tree]
clk_pin_slew_ns = 0.05
post_cts_resize_count = 0
cts.hold.buffers_added = 0
cts.sinks = 102
tritoncts = done
post-cts-setup-buffer-count = 0

[route]
wire_per_inst_um = 12.6
detailedRoute.firstIterationViolations = 295
antenna-diode-count = 0
aggregate_routed_wire_length_mm = 10.0
drc = 0
vias_per_cell = 4.68
tally_of_nets_with_antenna_violations_remaining_after_routing = 0
dr.pass1.iters = 15
vias = 3743

[placement]
input_output_buffers = 33
placed_cell_area_um2 = 5940
hpwlAfterDp_mm = 6.94
gpl.final_weighted_congestion = 0.877

[hold_path]
min-delay-path-class = flip-flop to flip-flop
holdCritStartpoint = left_right_setting[0]$_DFF_N_

[status]
outcome = finished clean
[sequential cells by signal, indices dropped and copies added (netlist names)]
name,count
left_right_setting,2
hex0,7
incr_val1_hex3,4
output_calc_plus,5
incr_val1_hex5,4
incr_val1_hex4,1
decr_val2_hex3,4
hex4,2
blink_trigger,1
output_hex5,4
decr_val2_hex5,4
hex3,7
output_calc_minus,5
decr_val2_hex4,1
hex5,7
output_hex4,1
hex1,7
output_hex3,4
accum,27
output_calc_neg,5
[metal layers]
layer | GRT usage, % | share of wire [%] | up-vias
met3 | 3.74 | 5.0 | 17
met2 | 16.3 | 42 | 89
met1 | 17.8 | 51 | 1736
met4 | 3.85 | 2.0 | 0
li1 | - | - | 1901
met5 | 0 | 0 | -
[cell type report]
cell class | instances | share of cell area, %
multi-input combinational | 341 | 38.0
tap | 229 | 4.34
clock buffer | 23 | 8.23
clock inverter | 24 | 1.92
inverter | 45 | 2.56
timing repair buffer | 35 | 5.24
sequential | 102 | 39.8
[synth_stat cells (all sizes together) (3+ instances only)]
library cell	instances
or3	9
xor2	21
a22oi	3
a211oi	5
nor4	4
nand2	21
o41ai	3
or2	3
a21boi	4
nand4	7
o21ai	21
a211o	4
o21a	6
nor3	5
dfxtp	44
inv	48
fa	5
mux2i	3
a32oi	4
xnor2	28
and3	3
a21oi	21
o2bb2ai	3
nand3	18
nor2	34
ha	37
and2	5
edfxtp	58
o211ai	6
clkbuf	15
nand2b	4
nor2b	6
a221o	3
and4	3
nand3b	3
o21bai	6
buf	19
[power groups by stage]
stage | Clock, mW | Combinational [mW] | Sequential, mW
5_1_grt | 1.06 | 0.000571 | 0.708
4_1_cts | 1.02 | 0.000356 | 0.708
6_report | 0.989 | 0.000225 | 0.709
[logic make-up after synthesis]
logic type / synth area share [%]
simple gates: 12.6
xor+xnor: 7.84
mux: 0.960
compound gates: 13.3
flops: 47.9
fa+ha+maj: 10.3
other cells: 0.137
buf+inv: 6.97
[worst paths after layout]
kind / cells after the start / endpoint
max in group clk2: 3 / left_right_setting[1]$_DFF_N_
max in group clk1: 2 / decr_val2_hex5[2]$_DFFE_NN_
max in group clk3: 2 / incr_val1_hex5[3]$_DFFE_NN_
hold / removal: 1 / left_right_setting[0]$_DFF_N_
hold reg to reg: 1 / left_right_setting[0]$_DFF_N_
setup reg to reg: 8 / hex3[1]$_SDFFCE_PN1N_
setup / recovery: 8 / hex3[1]$_SDFFCE_PN1N_
min in group clk1: 1 / decr_val2_hex4[0]$_DFFE_NN_
min in group clk3: 1 / incr_val1_hex4[0]$_DFFE_NN_
min in group clk0: 1 / accum[0]$_DFF_P_
[through the flow]
step | worst slack (ns) | utilization [%] | cells
final | 0.648 | 36.8 | 799
after detailed placement | 0.698 | 33.2 | 755
after global routing | 0.344 | 36.8 | 799
after global placement | 0.827 | 33.2 | 755
after CTS | 0.719 | 36.8 | 799
after floorplan | 0.987 | - | 525
